## /design/flow/config.mk

```make
export PLATFORM = sky130hd
export DESIGN_NAME = RISCV_TOP
export DESIGN_NICKNAME = RISCV_TOP
export VERILOG_FILES = /design/flow/design.v
export SDC_FILE = /design/flow/constraint.sdc
export NUM_CORES = 4
export LEC_CHECK = 1
export CORE_AREA = 10 10 125 125
export DIE_AREA = 0 0 135 135
```

## /design/flow/constraint.sdc

```tcl
current_design RISCV_TOP

set clk_period 1.9
set clk_io_pct 0.2

create_clock -name clk0 -period $clk_period [get_ports {CLK}]

set non_clock_inputs [all_inputs -no_clocks]
set_input_delay [expr $clk_period * $clk_io_pct] -clock clk0 $non_clock_inputs
set_output_delay [expr $clk_period * $clk_io_pct] -clock clk0 [all_outputs]
```

## /design/flow/design.v

```verilog
module RISCV_TOP (
	input wire CLK,
	input wire RSTn,
	output wire I_MEM_CSN,
	input wire [31:0] I_MEM_DI, 
	output reg [11:0] I_MEM_ADDR, 
	output wire D_MEM_CSN,
	input wire [31:0] D_MEM_DI,
	output wire [31:0] D_MEM_DOUT,
	output wire [11:0] D_MEM_ADDR, 
	output wire D_MEM_WEN,
	output wire [3:0] D_MEM_BE,
	output wire RF_WE,
	output wire [4:0] RF_RA1,
	output wire [4:0] RF_RA2,
	output wire [4:0] RF_WA1,
	input wire [31:0] RF_RD1,
	input wire [31:0] RF_RD2,
	output wire [31:0] RF_WD,
	output wire HALT,
	output reg [31:0] NUM_INST,
	output wire [31:0] OUTPUT_PORT
	);
parameter	[2:0]	START = 3'd0,
					IF = 3'd1,
	 				ID = 3'd2,
	 				EXE = 3'd3,
	 				MEM = 3'd4,
	 				WB = 3'd5;
parameter	[6:0]  	OP_R = 7'b0110011, 	 
	          		OP_IC= 7'b0010011,  
	          		OP_L = 7'b0000011, 	 
	          		OP_S = 7'b0100011, 	 
					OP_B = 7'b1100011,	 
	          		OP_JAL = 7'b1101111,	 
	          		OP_JALR = 7'b1100111;	 
parameter	[3:0]	ALU_ADD = 4'b0000,
					ALU_SUB = 4'b0001,
					ALU_SLL = 4'b0010,
					ALU_SLT = 4'b0011,
					ALU_SLTU = 4'b0100,
					ALU_XOR = 4'b0101,
					ALU_SRL = 4'b0110,
					ALU_SRA = 4'b0111,
					ALU_OR = 4'b1000,
					ALU_AND = 4'b1001,
					ALU_BEQ = 4'b1010,
					ALU_BNE = 4'b1011,
					ALU_BLT = 4'b1100,
					ALU_BGE = 4'b1101,
					ALU_BLTU = 4'b1110,
					ALU_BGEU = 4'b1111;
reg [2:0] state, next_state; 
	wire 	[31:0] pc = {{20{I_MEM_ADDR[11]}}, I_MEM_ADDR[11:0]};   
	reg		[31:0] inst;
	assign I_MEM_CSN = ~RSTn;
	assign D_MEM_CSN = ~RSTn;
	reg		[31:0]	dmemdout,dmemdi;
	reg		[31:0]	dmemaddr;
	reg		MemWriteN,dmemwen;
	assign 	D_MEM_DOUT = dmemdout;
	assign 	D_MEM_ADDR = dmemaddr;
	assign 	D_MEM_WEN = dmemwen; 
	assign D_MEM_BE = 4'b1111;
	reg 	RegWrite;
	reg 	[4:0] 	rfra1,rfra2,rfwa1;
	reg 	[31:0]	rfrd1,rfrd2,rfwd;
	reg 	rfwe;
	reg 	MemToReg;
	assign	RF_WE = rfwe;
	assign 	RF_RA1 = rfra1;
	assign 	RF_RA2 = rfra2;
	assign 	RF_WA1 = rfwa1;
	assign 	RF_WD = rfwd;
	assign OUTPUT_PORT = rfwd;
	reg [31:0] imm;
	reg branch;
	reg jump;
	reg	 bcond;
	reg [6:0]opcode;
	reg [2:0]func3;
	reg ALU_src;
	reg [3:0] ALU_OP;
	reg [31:0] ALU_B;
	reg  [31:0] ALU_RESULT;
	reg wd_src; 
	reg JALR;
	always @(*) begin 
		branch = (opcode == OP_B)? 1:0; 
		ALU_B = ALU_src? RF_RD2: imm;
		jump = (opcode == OP_JAL)? 1:0;
		JALR = (opcode == OP_JALR)? 1:0;
	end
	assign HALT = (I_MEM_DI==32'h00008067&&RF_RD1 ==32'h0000000c)? 1:0;
	always @(negedge CLK) begin
		if(~RSTn) begin
			next_state <= START;
			NUM_INST <= 0;
		end
	end
	always @(negedge CLK) begin
		if(RSTn) begin
			if(state==START)begin
				I_MEM_ADDR <= 12'd0;
				next_state <= ID;
			end
		end
	end
	always @(negedge CLK) begin
		if(RSTn) begin
			if(state==IF)begin
				next_state <= ID;
				if(jump || (bcond&&branch)) I_MEM_ADDR <= ( pc + imm ) & 12'hffc;
				else if (JALR) I_MEM_ADDR <= ((ALU_RESULT)&32'hfffffffe)&12'hffc;
				else 
				I_MEM_ADDR <= (pc+12'd4) & 12'hffc; 
				rfwe = 1'b0;
				dmemwen = 1'b1;
			end		
		end
	end
	always @(negedge CLK) begin
		if(RSTn) begin
			if(state==ID)begin
				inst <= I_MEM_DI;
				opcode <= I_MEM_DI[6:0];
				rfra1 <= I_MEM_DI [19:15];
				rfra2 <= I_MEM_DI [24:20];
				rfwa1 <= I_MEM_DI [11:7];
				case (I_MEM_DI[6:0]) 
					OP_IC: 	imm <= {{21{I_MEM_DI[31]}}, I_MEM_DI[30:20]};
					OP_L:	imm <= {{21{I_MEM_DI[31]}}, I_MEM_DI[30:20]};
					OP_S:	imm <= {{21{I_MEM_DI[31]}}, I_MEM_DI[30:25], I_MEM_DI[11:7]};
					OP_B: 	imm <= {{20{I_MEM_DI[31]}}, I_MEM_DI[7], I_MEM_DI[30:25], I_MEM_DI[11:8],1'b0};
					OP_JAL:	imm <= {{12{I_MEM_DI[31]}}, I_MEM_DI[19:12], I_MEM_DI[20], I_MEM_DI[30:21],1'b0};
					OP_JALR:	imm <= {{12{I_MEM_DI[31]}}, I_MEM_DI[19:12], I_MEM_DI[20], I_MEM_DI[30:21],1'b0};
				endcase
				if(I_MEM_DI[6:0] == OP_R||I_MEM_DI[6:0] == OP_B) begin
					ALU_src <= 1'b1;
				end
				else if(I_MEM_DI[6:0] == OP_L||I_MEM_DI[6:0] == OP_S||I_MEM_DI[6:0] == OP_JALR||I_MEM_DI[6:0]== OP_IC) begin
					ALU_src <= 1'b0;
				end
				if(I_MEM_DI[6:0] == OP_L||I_MEM_DI[6:0] == OP_S||opcode==OP_JALR) ALU_OP <= ALU_ADD;
				else if (I_MEM_DI[6:0] == OP_R) begin
					case(I_MEM_DI[14:12])
						3'b000: ALU_OP <= (I_MEM_DI[30] == 0)?ALU_ADD:ALU_SUB;
						3'b001: ALU_OP <= ALU_SLL; 
						3'b010: ALU_OP <= ALU_SLT; 
						3'b011: ALU_OP <= ALU_SLTU; 
						3'b100: ALU_OP <= ALU_XOR; 
						3'b101: ALU_OP <= (I_MEM_DI[30] == 0)? ALU_SRL : ALU_SRA; 
						3'b110: ALU_OP <= ALU_OR; 
						3'b111: ALU_OP <= ALU_AND; 					
					endcase
				end
				else if (I_MEM_DI[6:0] == OP_IC) begin
					case(I_MEM_DI[14:12])
						3'b000: ALU_OP <= ALU_ADD;
						3'b001: ALU_OP <= ALU_SLL; 
						3'b010: ALU_OP <= ALU_SLT; 
						3'b011: ALU_OP <= ALU_SLTU; 
						3'b100: ALU_OP <= ALU_XOR; 
						3'b101: ALU_OP <= (I_MEM_DI[30] == 0)? ALU_SRL : ALU_SRA; 
						3'b110: ALU_OP <= ALU_OR; 
						3'b111: ALU_OP <= ALU_AND; 					
					endcase
				end
				else if (I_MEM_DI[6:0] == OP_B) begin
					case(I_MEM_DI[14:12])
						3'b000: ALU_OP <= ALU_BEQ; 
						3'b001: ALU_OP <= ALU_BNE; 
						3'b100: ALU_OP <= ALU_BLT; 
						3'b101: ALU_OP <= ALU_BGE; 
						3'b110: ALU_OP <= ALU_BLTU; 
						3'b111: ALU_OP <= ALU_BGEU; 					
					endcase				
				end
				if (I_MEM_DI[6:0] == OP_R||I_MEM_DI[6:0] == OP_IC||I_MEM_DI[6:0] == OP_JAL||I_MEM_DI[6:0] == OP_L||I_MEM_DI[6:0] == OP_JALR)	RegWrite <=1'b1;
				else	RegWrite <= 1'b0;
				if (I_MEM_DI[6:0] == OP_S)	MemWriteN <=1'b0;
				else	MemWriteN <= 1'b1;
				if (I_MEM_DI[6:0] == OP_L)	MemToReg <=1'b1;
				else	MemToReg <=1'b0;	
				if (I_MEM_DI[6:0] == OP_JAL) begin	
					next_state <= IF;
					rfwe <= 1'b1;
					rfwd <= pc + 4;
					NUM_INST <= NUM_INST +1;
				end
				else next_state <= EXE;			
			end			
		end
	end
	always @(negedge CLK) begin
		if(RSTn) begin
			if(state==EXE)begin
				rfrd1 <= RF_RD1;
				rfrd2 <= RF_RD2;
				case(ALU_OP)
					ALU_ADD: ALU_RESULT <= RF_RD1 + ALU_B ; 
					ALU_SUB: ALU_RESULT <= RF_RD1 - ALU_B;
					ALU_SLL: ALU_RESULT <= RF_RD1 << ALU_B; 
					ALU_SLT: begin
						if(RF_RD1[31]==0 && ALU_B[31]==0)begin
							ALU_RESULT <= (RF_RD1 < ALU_B) ? 1:0;
						end
						else if (RF_RD1[31]==1 && ALU_B[31]==1) begin
							ALU_RESULT <= (RF_RD1 < ALU_B) ? 0:1;
						end
						else if (RF_RD1[31]==0 && ALU_B[31]==1) begin
							ALU_RESULT <= 0;
						end
						else if (RF_RD1[31]==1 && ALU_B[31]==0) begin
							ALU_RESULT <= 1;
						end				
					end
					ALU_SLTU: ALU_RESULT <= (RF_RD1 < ALU_B) ? 1:0;
					ALU_XOR: ALU_RESULT <= RF_RD1 ^ ALU_B;
					ALU_SRL: ALU_RESULT <= RF_RD1 >> ALU_B;
					ALU_SRA: ALU_RESULT <= RF_RD1 >>> ALU_B;
					ALU_OR: ALU_RESULT <= RF_RD1 | ALU_B;
					ALU_AND: ALU_RESULT <= RF_RD1 & ALU_B;
				endcase
				if(opcode == OP_B) begin
					case(ALU_OP)
						ALU_BEQ: bcond <= (RF_RD1==ALU_B) ? 1:0;
						ALU_BNE: bcond <= (RF_RD1==ALU_B) ? 0:1;
						ALU_BLT: begin
							if(RF_RD1[31]==0 && ALU_B[31]==0)begin
								bcond <= (RF_RD1 < ALU_B) ? 1:0;
								rfwd <= (RF_RD1 < ALU_B) ? 1:0;
							end
							else if (RF_RD1[31]==1 && ALU_B[31]==1) begin
								bcond <= (RF_RD1 < ALU_B) ? 0:1;
								rfwd <= (RF_RD1 < ALU_B) ? 0:1;
							end
							else if (RF_RD1[31]==0 && ALU_B[31]==1) begin
								bcond <= 0;
								rfwd<= 0;
							end
							else if (RF_RD1[31]==1 && ALU_B[31]==0) begin
								bcond <= 1;
								rfwd <= 1;
							end				
						end
						ALU_BGE: begin
							if(RF_RD1[31]==0 && ALU_B[31]==0)begin
								bcond <= (RF_RD1 < ALU_B) ? 0:1;
								rfwd <=  (RF_RD1 < ALU_B) ? 0:1;
							end
							else if (RF_RD1[31]==1 && ALU_B[31]==1) begin
								bcond <= (RF_RD1 < ALU_B) ? 1:0;
								rfwd <= (RF_RD1 < ALU_B) ? 1:0;
							end
							else if (RF_RD1[31]==0 && ALU_B[31]==1) begin
								bcond <= 1;
								rfwd <= 1;
							end
							else if (RF_RD1[31]==1 && ALU_B[31]==0) begin
								bcond <= 0;
								rfwd <= 0;
							end				
						end
						ALU_BLTU: begin
							bcond <= (RF_RD1 < ALU_B) ? 1:0;
							rfwd <= (RF_RD1 < ALU_B) ? 1:0;
						end
						ALU_BGEU:begin
							bcond <= (RF_RD1 < ALU_B) ? 0:1;
							rfwd <= (RF_RD1 < ALU_B) ? 0:1;
						end
					endcase 					
					next_state <= IF;
					NUM_INST<=NUM_INST+1;
				end
				else if(opcode == OP_JALR) begin
					next_state <= IF;
					rfwe <= RegWrite; 
					rfwd <= pc+4;
					dmemwen <= MemWriteN;
					NUM_INST <= NUM_INST +1;
				end
				else if(opcode == OP_R||opcode == OP_IC) begin
					next_state <= WB;
				end
				else if(opcode == OP_L||opcode == OP_S) begin
					next_state <= MEM;
					dmemaddr <= (RF_RD1 + ALU_B) & 16'hfffc;
				end				
			end
		end
	end
	always @(negedge CLK) begin
		if(state==MEM)begin
			if(opcode == OP_L) begin
				dmemdi <= D_MEM_DI; 
				next_state <= WB; 
			end	
			if(opcode == OP_S) begin
				rfwe <= RegWrite;
				dmemwen <= MemWriteN;
				dmemdout <= rfrd2; 
				rfwd <= ALU_RESULT; 	 
				NUM_INST = NUM_INST + 1;
				next_state <= IF;
			end	
		end			
	end
	always @(negedge CLK) begin
		if (RSTn) begin
			if(state==WB)begin
				next_state <= IF; 
				rfwe <= RegWrite;
				if(MemToReg) rfwd <=  dmemdi;
				else 	rfwd <= ALU_RESULT;
				NUM_INST <= NUM_INST + 1;
			end	
		end		
	end	
	always @(posedge CLK ) begin
		state <= next_state;
	end
endmodule  
```

## /design/flow/run.sh

```bash
#!/bin/bash
# OpenROAD 26Q1-2900-gdf79404cd8, Yosys 0.63+post, stock flow scripts
make -C /OpenROAD-flow-scripts/flow DESIGN_CONFIG=/design/flow/config.mk WORK_HOME=/design/flow/orfs finish
```

==> Changelog: implementation <==
### Implementation results

* Chip area at 18200 um^2
* CP Launch Type: input port
* Worst EP required at 1.52 ns
* Crit path DAT at 1.43 ns
* DR WL/cell at 10.5 um
* Mapped Avg Cell Area at roughly 7.6 um^2
* GP Congestion at roughly 0.84
* DP Wirelength at approximately 4400 um
* Placeable Area at 12800 um^2
* CP max stage delay at 0.31 ns
* Max FO, Critical Path at 1
* Total track usage at between 3 and 4%
* Flop count at 0
* Leakage at a little under 1 nW
* Slowest CP cell: nor4_2
* Setup Crit Path Kind: input port to primary output
* Number of core rows at 41
* Ys cells at about 200
* Worst hold start: I_MEM_DI[24]
* FP Core Util at 11.8%
* Io pins at 306
* Yosys stat area at 1510 um^2
* Power, Total at ~150 uW
* Number of global-route vias before repair at 1204
* Final core occ at a little over an eighth
* Fin crit share at between 90% and 100%
* Drt total wl at 4560 um
* Vias at 960
* Layout area overhead at 16.3%
* Initial antenna violation count at 0
* Final min period at 1.81 ns
* Clock buffers at 0
* Met3 GRT Util at under 10%
* DR DRC count at 0
* Vias/cell at 2.21
* Status: finished, final reports clean
* First-iteration detailed-routing DRC count at 8
* Storage element area at 0 um^2
* Largest net degree at the start of global routing at 3
* Maximum vdd drop at approximately 0.000012 V
* Tool warnings at slightly above 90
* Netlist cell types at 9
* Synthesized instance count at 198
* CP dominant cell by count: nor4_2
* Layout Cells excl Fill at 435
* Antenna cells at 0
* Number of routed nets with antenna violations at 0
* Synth Seq Share at 0%
* Die X at 135 um
* Met2 Use GR at 7.42%
* Met1 usage at 4.25%
* First-pass GRT wire length at 5870 um
* Hold WC Path Type: input port to primary output
* Critical Path End Type: primary output
* Setup TNS at 0 ns
* Max cap viols at 0
* Share of cells above drive strength 1 at 8.75%
* PortBufs at 68
* Placed insts at roughly 440
* Final Hold Viols at 0
* Finished Cell Area at 1750 um^2
* GRT overflow at 0
* Die Y at 135 um
* Fmax at 553 MHz
* Fill cell count at between 1000 and 1500
* Slew Viols, Final at 0
* Worst-path cell chain: dlygate4sd2_1 -> nor4_2 -> nand4_1 -> nor4_2 -> buf_2
* Syn Std Cell Area at 1510 um^2
* Endpoints failing setup at 0
* PD cells at approximately 86 nW/um^2
* Placed Area at 1740 um^2
* Synth warnings at 329
* GRT Max-Usage Layer: met2
* Crit path from: RF_RD1[10]
* TritonRoute pass-1 iters at 2
==> cells in the mapped netlist <==
library cell	count	area [um^2]
and4bb_2	1	12.5
buf_4	174	1310
conb_1	2	7.51
inv_1	1	3.75
nand4_1	4	25.0
nor4_1	8	50.1
nor4_2	2	25.0
nor4b_1	2	17.5
nor4b_2	4	60.1
==> stage by stage <==
stage | hold slack (ns) | worst slack [ns]
global placement | 1.68 | -0.665
CTS | 1.26 | 0.000209
finish | 1.14 | 0.0932
global route | 1.17 | -0.0224
floorplan | 0.777 | 0.558
detailed placement | 1.68 | -0.654
==> power by group <==
| group | internal [mW] | switching (mW) |
|---|---|---|
| logic | 0.0896 | 0.0605 |
| registers | 0 | 0 |
| clock network | 0 | 0 |
| total | 0.0896 | 0.0605 |
==> layout make-up <==
class | count | area [um^2] | area share (%)
inverters | 1 | 3.75 | 0.214
multi-input cells | 194 | 922 | 52.6
well taps | 172 | 215 | 12.3
repair buffers | 68 | 612 | 34.9
==> worst max-delay path, delay by kind of cell <==
family | cells | cell delay (ns)
AND/OR/NAND/NOR | 3 | 0.65
buffers and inverters | 2 | 0.39
==> layout by cell type (no fill, tap or decap) <==
cell type | Yosys | layout
conb_1 | 2 | 173
dlygate4sd2_1 | 0 | 33
clkdlybuf4s15_1 | 0 | 22
nor4_2 | 2 | 9
clkbuf_2 | 0 | 6
nand4_1 | 4 | 4
nor4b_2 | 4 | 3
nor4b_4 | 0 | 3
dlymetal6s2s_1 | 0 | 3
clkdlybuf4s50_1 | 0 | 3
and4bb_2 | 1 | 1
nor4_1 | 8 | 1
inv_1 | 1 | 1
buf_2 | 0 | 1
==> routing by layer <==
metal	wire, um	vias up
met5	0	-
met4	0	0
met3	544	0
met2	2220	139
met1	1800	405
li1	-	416
==> worst paths after layout <==
| kind | to | slack, ns | cells after the start |
|---|---|---|---|
| worst max-delay path | HALT | 0.09 | 5 |
| worst min-delay path | HALT | 1.14 | 5 |
==> cells by family (layout without fill, tap and decap cells) <==
logic type | count (synthesis) | in the layout | synth area share (%)
buffers and inverters | 175 | 69 | 86.9
other | 2 | 173 | 0.498
AND/OR/NAND/NOR | 21 | 21 | 12.6
==> timing repair <==
item / CTS / global route
setup endpoints to repair: 1 / 1
gates resized: 74 / 39
hold buffers: 0 / 0
setup buffers: 0 / 0
pin swaps: 21 / 16
Power and IR drop assume default switching activity.
